**/design/flow/config.mk**
```make
export PLATFORM = sky130hd
export DESIGN_NAME = BRIDGE_TOP
export DESIGN_NICKNAME = BRIDGE_TOP
export VERILOG_FILES = /design/flow/design.v
export SDC_FILE = /design/flow/constraint.sdc
export NUM_CORES = 4
export LEC_CHECK = 1
export CORE_UTILIZATION = 30
export SYNTH_HDL_FRONTEND = slang
```
**/design/flow/design.v**
```verilog
`timescale 1ns / 1ps
module AHB_SLAVE_INTERFACE(Hclk,Hresetn,Hwrite,Hreadyin,Htrans,Haddr,Hwdata,
			   Prdata,valid,Haddr1,Haddr2,Hwdata1,Hwdata2,Hrdata,Hwritereg,tempselx,Hresp);
input Hclk,Hresetn;
input Hwrite,Hreadyin;
input [1:0] Htrans;
input [31:0] Haddr,Hwdata,Prdata;
output reg valid;
output reg [31:0] Haddr1,Haddr2,Hwdata1,Hwdata2;
output [31:0] Hrdata; 
output reg Hwritereg;
output reg [2:0] tempselx;
output  [1:0] Hresp;
	always @(posedge Hclk)
		begin
			if (~Hresetn)
				begin
					Haddr1<=0;
					Haddr2<=0;
				end
			else
				begin
					Haddr1<=Haddr;
					Haddr2<=Haddr1;
				end
		end
	always @(posedge Hclk)
		begin
			if (~Hresetn)
				begin
					Hwdata1<=0;
					Hwdata2<=0;
				end
			else
				begin
					Hwdata1<=Hwdata;
					Hwdata2<=Hwdata1;
				end
		end
	always @(posedge Hclk)
		begin	
			if (~Hresetn)
				Hwritereg<=0;
			else
				Hwritereg<=Hwrite;
		end
	always @(Hreadyin,Haddr,Htrans,Hresetn)
		begin
			valid=0;
			if (Hresetn && Hreadyin && (Haddr>=32'h8000_0000 && Haddr<32'h8C00_0000) && (Htrans==2'b10 || Htrans==2'b11) )
				valid=1;
		end
	always @(Haddr,Hresetn)
		begin
			tempselx=3'b000;
			if (Hresetn && Haddr>=32'h8000_0000 && Haddr<32'h8400_0000)
				tempselx=3'b001;
			else if (Hresetn && Haddr>=32'h8400_0000 && Haddr<32'h8800_0000)
				tempselx=3'b010;
			else if (Hresetn && Haddr>=32'h8800_0000 && Haddr<32'h8C00_0000)
				tempselx=3'b100;
		end
assign Hrdata = Prdata;
assign Hresp=2'b00;
endmodule
`timescale 1ns / 1ps
module APB_CONTROL_FSM_DESIGN( Hclk,Hresetn,valid,Haddr1,Haddr2,Hwdata1,Hwdata2,
                                Prdata,Hwrite,Haddr,Hwdata,Hwritereg,tempselx, 
			                     Pwrite,Penable,Pselx,Paddr,Pwdata,Hreadyout);
input Hclk,Hresetn,valid,Hwrite,Hwritereg;
input [31:0] Hwdata,Haddr,Haddr1,Haddr2,Hwdata1,Hwdata2,Prdata;
input [2:0] tempselx;
output reg Pwrite,Penable;
output reg Hreadyout;
output reg [2:0] Pselx;
output reg [31:0] Paddr,Pwdata;
parameter ST_IDLE=3'b000;
parameter ST_WWAIT=3'b001;
parameter ST_READ= 3'b010;
parameter ST_WRITE=3'b011;
parameter ST_WRITEP=3'b100;
parameter ST_RENABLE=3'b101;
parameter ST_WENABLE=3'b110;
parameter ST_WENABLEP=3'b111;
reg [2:0] PRESENT_STATE,NEXT_STATE;
always @(posedge Hclk)
 begin:PRESENT_STATE_LOGIC
  if (~Hresetn)
    PRESENT_STATE<=ST_IDLE;
  else
    PRESENT_STATE<=NEXT_STATE;
 end
always @(PRESENT_STATE,valid,Hwrite,Hwritereg)
 begin:NEXT_STATE_LOGIC
  case (PRESENT_STATE)
 	ST_IDLE:begin
		 if (~valid)
		  NEXT_STATE=ST_IDLE;
		 else if (valid && Hwrite)
		  NEXT_STATE=ST_WWAIT;
		 else 
		  NEXT_STATE=ST_READ;
		end    
	ST_WWAIT:begin
		 if (~valid)
		  NEXT_STATE=ST_WRITE;
		 else
		  NEXT_STATE=ST_WRITEP;
		end
	ST_READ: begin
		   NEXT_STATE=ST_RENABLE;
		 end
	ST_WRITE:begin
		  if (~valid)
		   NEXT_STATE=ST_WENABLE;
		  else
		   NEXT_STATE=ST_WENABLEP;
		 end
	ST_WRITEP:begin
		   NEXT_STATE=ST_WENABLEP;
		  end
	ST_RENABLE:begin
		     if (~valid)
		      NEXT_STATE=ST_IDLE;
		     else if (valid && Hwrite)
		      NEXT_STATE=ST_WWAIT;
		     else
		      NEXT_STATE=ST_READ;
		   end
	ST_WENABLE:begin
		     if (~valid)
		      NEXT_STATE=ST_IDLE;
		     else if (valid && Hwrite)
		      NEXT_STATE=ST_WWAIT;
		     else
		      NEXT_STATE=ST_READ;
		   end
	ST_WENABLEP:begin
		      if (~valid && Hwritereg)
		       NEXT_STATE=ST_WRITE;
		      else if (valid && Hwritereg)
		       NEXT_STATE=ST_WRITEP;
		      else
		       NEXT_STATE=ST_READ;
		    end
	default: begin
		   NEXT_STATE=ST_IDLE;
		  end
  endcase
 end
reg Penable_temp,Hreadyout_temp,Pwrite_temp;
reg [2:0] Pselx_temp;
reg [31:0] Paddr_temp, Pwdata_temp;
always @(*)
 begin:OUTPUT_COMBINATIONAL_LOGIC
   case(PRESENT_STATE)
	ST_IDLE: begin
			  if (valid && ~Hwrite) 
			   begin:IDLE_TO_READ
			        Paddr_temp=Haddr;
				Pwrite_temp=Hwrite;
				Pselx_temp=tempselx;
				Penable_temp=0;
				Hreadyout_temp=0;
			   end
			  else if (valid && Hwrite)
			   begin:IDLE_TO_WWAIT
			        Pselx_temp=0;
				Penable_temp=0;
				Hreadyout_temp=1;			   
			   end
			  else
                            begin:IDLE_TO_IDLE
			        Pselx_temp=0;
				Penable_temp=0;
				Hreadyout_temp=1;	
			   end
		     end    
	ST_WWAIT:begin
	          if (~valid) 
			   begin:WAIT_TO_WRITE
			    Paddr_temp=Haddr1;
				Pwrite_temp=1;
				Pselx_temp=tempselx;
				Penable_temp=0;
				Pwdata_temp=Hwdata;
				Hreadyout_temp=0;
			   end
			  else 
			   begin:WAIT_TO_WRITEP
			    Paddr_temp=Haddr1;
				Pwrite_temp=1;
				Pselx_temp=tempselx;
				Pwdata_temp=Hwdata;
				Penable_temp=0;
				Hreadyout_temp=0;		   
			   end
		     end  
	ST_READ: begin:READ_TO_RENABLE
			  Penable_temp=1;
			  Hreadyout_temp=1;
		     end
	ST_WRITE:begin
              if (~valid) 
			   begin:WRITE_TO_WENABLE
				Penable_temp=1;
				Hreadyout_temp=1;
			   end
			  else 
			   begin:WRITE_TO_WENABLEP  
				Penable_temp=1;
				Hreadyout_temp=1;		   
			   end
		     end
	ST_WRITEP:begin:WRITEP_TO_WENABLEP
               Penable_temp=1;
			   Hreadyout_temp=1;
		      end
	ST_RENABLE:begin
	            if (valid && ~Hwrite) 
				 begin:RENABLE_TO_READ
					Paddr_temp=Haddr;
					Pwrite_temp=Hwrite;
					Pselx_temp=tempselx;
					Penable_temp=0;
					Hreadyout_temp=0;
				 end
			  else if (valid && Hwrite)
			    begin:RENABLE_TO_WWAIT
			     Pselx_temp=0;
				 Penable_temp=0;
				 Hreadyout_temp=1;			   
			    end
			  else
                begin:RENABLE_TO_IDLE
			     Pselx_temp=0;
				 Penable_temp=0;
				 Hreadyout_temp=1;	
			    end
		       end
	ST_WENABLEP:begin
                 if (~valid && Hwritereg) 
			      begin:WENABLEP_TO_WRITEP
			       Paddr_temp=Haddr2;
				   Pwrite_temp=Hwrite;
				   Pselx_temp=tempselx;
				   Penable_temp=0;
				   Pwdata_temp=Hwdata;
				   Hreadyout_temp=0;
				  end
			    else 
			     begin:WENABLEP_TO_WRITE_OR_READ  
			      Paddr_temp=Haddr2;
				  Pwrite_temp=Hwrite;
				  Pselx_temp=tempselx;
				  Pwdata_temp=Hwdata;
				  Penable_temp=0;
				  Hreadyout_temp=0;		   
			     end
		        end
	ST_WENABLE :begin
	             if (~valid && Hwritereg) 
			      begin:WENABLE_TO_IDLE
				   Pselx_temp=0;
				   Penable_temp=0;
				   Hreadyout_temp=0;
				  end
			    else 
			     begin:WENABLE_TO_WAIT_OR_READ  
				  Pselx_temp=0;
				  Penable_temp=0;
				  Hreadyout_temp=0;		   
			     end
		        end
 endcase
end
always @(posedge Hclk)
 begin
  if (~Hresetn)
   begin
    Paddr<=0;
	Pwrite<=0;
	Pselx<=0;
	Pwdata<=0;
	Penable<=0;
	Hreadyout<=0;
   end
  else
   begin
        Paddr<=Paddr_temp;
	Pwrite<=Pwrite_temp;
	Pselx<=Pselx_temp;
	Pwdata<=Pwdata_temp;
	Penable<=Penable_temp;
	Hreadyout<=Hreadyout_temp;
   end
 end
endmodule
`timescale 1ns / 1ps
module BRIDGE_TOP(Hclk,Hresetn,Hwrite,Hreadyin,Hreadyout,Hwdata,
                    Haddr,Htrans,Prdata,Penable,Pwrite,Pselx, 
                    Paddr,Pwdata,Hresp,Hrdata);
input Hclk,Hresetn,Hwrite,Hreadyin;
input [31:0] Hwdata,Haddr,Prdata;
input[1:0] Htrans;
output Penable,Pwrite,Hreadyout;
output [1:0] Hresp; 
output [2:0] Pselx;
output [31:0] Paddr,Pwdata;
output [31:0] Hrdata;
wire valid;
wire [31:0] Haddr1,Haddr2,Hwdata1,Hwdata2;
wire Hwritereg;
wire [2:0] tempselx;
AHB_SLAVE_INTERFACE AHBSlave (Hclk,Hresetn,Hwrite,Hreadyin,Htrans,Haddr,Hwdata,Prdata,valid,Haddr1,Haddr2,Hwdata1,Hwdata2,Hrdata,Hwritereg,tempselx,Hresp);
APB_CONTROL_FSM_DESIGN APBControl ( Hclk,Hresetn,valid,Haddr1,Haddr2,Hwdata1,Hwdata2,Prdata,Hwrite,Haddr,Hwdata,Hwritereg,tempselx,Pwrite,Penable,Pselx,Paddr,Pwdata,Hreadyout);
endmodule
```
**/design/flow/constraint.sdc**
```tcl
current_design BRIDGE_TOP

set clk_period 2.3
set clk_io_pct 0.2

create_clock -name clk0 -period $clk_period [get_ports {Hclk}]

set non_clock_inputs [all_inputs -no_clocks]
set_input_delay [expr $clk_period * $clk_io_pct] -clock clk0 $non_clock_inputs
set_output_delay [expr $clk_period * $clk_io_pct] -clock clk0 [all_outputs]
```
**/design/flow/run.sh**
```bash
#!/bin/bash
# OpenROAD 26Q1-2900-gdf79404cd8, Yosys 0.63+post, stock flow scripts
make -C /OpenROAD-flow-scripts/flow DESIGN_CONFIG=/design/flow/config.mk WORK_HOME=/design/flow/orfs finish
```
==> PnR_summary.wiki <==
== Run summary ==
{| class="wikitable"
! Metric !! Value
|-
| Status || finished clean
|-
| Diode count || 0
|-
| Type of the worst setup path || reg -> out
|-
| Core footprint || 19530 um^2
|-
| Final min period || 1.688 ns
|-
| Crit path max fanout || 1
|-
| Total of fill cells in the finished design || 1806
|-
| Critical path's largest stage delay || 0.49 ns
|-
| Setup WS pre-CTS || 0.4223 ns
|-
| Gates resized, CTS repair || 0
|-
| Flop and latch count out of synthesis || 211
|-
| Register pins left without a clock || about 68
|-
| R2R Path Start || APBControl.PRESENT_STATE[0]
|-
| Number of global-route vias before repair || a little under 4000
|-
| Arrival time at the worst endpoint || 1.23 ns
|-
| Sequential standard cell area || ~3900 um^2
|-
| Pre-placement core utilization || 0.3075
|-
| Endpoint type of the worst setup path || output pin
|-
| DP Wirelength || 7176 um
|-
| Startpoint of the worst hold path || AHBSlave.Haddr1[2]
|-
| Cell leakage power || 0.003207 uW
|-
| Data required, critical path || 1.84 ns
|-
| Area of the multi-input gates || about 1700 um^2
|-
| Reg2reg path depth || 3
|-
| Pin count of the biggest net entering global routing || 67
|-
| Setup repair after global routing missed its margin || no
|-
| Post-synthesis instance total || around 520
|-
| Syn_area_per_cell || approximately 12 um^2
|-
| Hold buffer count at cts || 0
|-
| Cell type of the slowest stage on the worst timing path || clkdlybuf4s50_1
|-
| Yosys top cell area share || 0.4768
|-
| Total number of placement rows || 51
|-
| Clock skew after layout || 0.003524 ns
|-
| Post-synthesis instance area || 6005 um^2
|-
| Drt drc || 0
|-
| Crit Reg-Reg Endpoint || APBControl.PRESENT_STATE[4]
|-
| Share of flip-flops with an asynchronous set or reset after synthesis || 0
|-
| Post-synthesis cell count from yosys || 517
|-
| Post-route fraction of the period consumed by the critical path || 0.7340
|-
| Post-synth tally of flip-flops with integrated enable || 0
|-
| TritonCTS clock tree || yes
|-
| PnR worst setup slack || between 0.6 and 0.7 ns
|-
| Worst hold path depth || 1
|-
| Worst-margin pin slew || around 0.90 ns
|-
| Clock-pin slew on the worst setup and hold paths || roughly 0.06 ns
|-
| List of most frequent post-synthesis cells || dfxtp_1 (143), and2_1 (135), dlxtp_1 (65)
|-
| Destination of the worst hold path || AHBSlave.Haddr2[2]
|-
| Violation count after the first detailed-routing iteration || 134
|-
| Peak clock frequency supported by timing || slightly below 600 MHz
|-
| Vias || 3803
|-
| Number of buffer and inverter stages on the critical path || 1
|-
| Largest buffer count on any clock path || 2
|-
| Synth top cell by count || dfxtp_1
|-
| Min-delay worst type || reg -> reg
|-
| Library cells used by synthesis || 37
|-
| Number of buffers inserted during clock tree synthesis || 17
|-
| Root cell of the clock tree || clkbuf_16
|-
| Total routing resource utilization after global routing || 0.1171
|-
| Horizontal die dimension || 143.5 um
|-
| Number of vias per cell after detailed routing || around 4.3
|-
| Cell area leaders || dfxtp_1 (48%), dlxtp_1 (16%), and2_1 (14%), a221o_1 (5.2%), buf_4 (4.3%)
|-
| Relative area change from synthesis to final layout || 33.26%
|-
| Startpoint kind of the worst setup timing path || register
|-
| Maximum Capacitance Violations || 0
|-
| Synthesis Warnings || 0
|-
| Number of top-level pins || 206
|-
| Number of input and output port buffers inserted || about 140
|-
| Die area || just over 20000 um^2
|-
| ANT nets after route || 0
|-
| Clock insertion delay at the later pin of the skew report || ~0.41 ns
|-
| Total grt overflow || 0
|-
| Yosys-reported design area after synthesis || 6005 um^2
|-
| Floorplan die height || 143.5 um
|-
| Global placement routability congestion || 0.7995
|-
| Final hold vios || 0
|-
| Maximum level of the CTS H-tree || 4
|-
| Endpoints left unconstrained || 68
|-
| Total negative setup slack || 0 ns
|-
| Rel. slew slack || 0.4020
|-
| Wire length of the first global-routing pass || 18590 um
|-
| Power density relative to cell area || 743.7 nW/um^2
|-
| First drt pass iteration count || 4
|-
| Total of endpoints with negative setup slack in the final report || 0
|-
| Share of final-layout standard cells stronger than drive strength 1 || 0.07803
|-
| Dominant cell type by area after synthesis || dfxtp_1
|-
| Setup slack of the most critical reg-to-reg path || 0.81 ns
|-
| Most used flip-flop cell after synthesis || dfxtp_1
|-
| Routed length per placed instance || about 13 um
|-
| Gate family responsible for the most delay along the worst path || buffers and inverters
|-
| Worst vdd rail ir drop || about 0.00044 V
|-
| Number of max-slew violations in the final report || 0
|-
| Cells traversed along the worst timing path || clkdlybuf4s50_1
|-
| Count of buffers added by post-CTS timing repair for setup || 0
|-
| Antenna violations before repair || 0
|-
| Log Warnings || 26
|-
| Sum of routed wire length over all layers || 11370 um
|}
## area by class of cell
cell class / instances / share of cell area
well taps: 265 / 0.04144
inverters: 2 / 0.0009382
flip-flops and latches: 211 / 0.4855
repair buffers: 144 / 0.1795
clock inverters: 13 / 0.02627
multi-input cells: 239 / 0.2109
clock buffers: 19 / 0.05536
## state kept, by name, summed over array words and instances, names as in the netlist, 3 cells and up
signal and count:
APBControl.Paddr 32, APBControl.Pwdata 32, APBControl.Paddr_temp 32, AHBSlave.Haddr1 32
APBControl.Pselx 3, APBControl.Pwdata_temp 32, AHBSlave.Haddr2 32, APBControl.Pselx_temp 3
APBControl.PRESENT_STATE 8
## logic make-up after synthesis
group / synth area share
buffers and inverters: 0.07272
AOI/OAI and AO/OA: 0.07439
DFF: 0.4768
latches: 0.1700
other: 0.0006245
and+or+nand+nor: 0.2055
## stage by stage
| step | instances | power [uW] | utilization | cell area, um^2 | hold WS [ns] |
|---|---|---|---|---|---|
| finish | 893 | 5951 | 0.4098 | 8001 | 0.4446 |
| global route | 893 | 6190 | 0.4098 | 8001 | 0.4605 |
| global placement | 861 | 2987 | 0.3763 | 7348 | 0.4273 |
| CTS | 893 | 6034 | 0.4098 | 8001 | 0.4461 |
| detailed placement | 861 | 2994 | 0.3763 | 7348 | 0.4338 |
| floorplan | 518 | 2811 | - | 6008 | 0.4119 |
## placed cells by master (no fill, tap or decap), types with 2 or more instances in the layout
| cell | n |
|---|---|
| a2111oi_2 | 2 |
| a21oi_1 | 3 |
| a221o_1 | 31 |
| a31oi_1 | 2 |
| and2_1 | 135 |
| buf_4 | 6 |
| bufinv_16 | 5 |
| clkbuf_16 | 17 |
| clkdlybuf4s50_1 | 137 |
| clkinv_2 | 2 |
| clkinv_4 | 2 |
| clkinvlp_4 | 2 |
| conb_1 | 2 |
| dfxtp_1 | 142 |
| dlxtn_1 | 3 |
| dlxtp_1 | 65 |
| inv_1 | 2 |
| inv_6 | 2 |
| nand2_1 | 6 |
| nand3_1 | 2 |
| nor2_1 | 5 |
| nor3_1 | 4 |
| nor3b_1 | 27 |
| nor3b_2 | 4 |
## worst max-delay path by stage
stage / start / to / slack (ns) / cells past startpoint
after CTS: APBControl.Hreadyout / Hreadyout / 0.59 / 1
after global routing: APBControl.Paddr[26] / Paddr[26] / 0.57 / 1
final: APBControl.Hreadyout / Hreadyout / 0.61 / 1
## routing by layer
| metal | track usage | vias up | share of wire |
|---|---|---|---|
| met1 | 0.1569 | 1803 | 0.46 |
| met4 | 0.02352 | 0 | 0.020 |
| met3 | 0.02647 | 21 | 0.051 |
| li1 | - | 1869 | - |
| met2 | 0.1975 | 110 | 0.47 |
| met5 | 0 | - | 0 |
## power by group
| group | switching [uW] | internal (uW) | total, uW |
|---|---|---|---|
| sequential | 25.8 | 2580 | 2610 |
| combinational | 103 | 228 | 331 |
| clock | 1050 | 1960 | 3010 |
| total | 1180 | 4770 | 5950 |
No activity file was given, so power comes from the tool's default toggle rates.
